File: flow/run.sh
#!/bin/bash
# OpenROAD 26Q1-2900-gdf79404cd8, Yosys 0.63+post, stock flow scripts
make -C /OpenROAD-flow-scripts/flow DESIGN_CONFIG=/design/flow/config.mk WORK_HOME=/design/flow/orfs finish
File: flow/config.mk
export PLATFORM = sky130hd
export DESIGN_NAME = Debounce
export DESIGN_NICKNAME = Debounce
export VERILOG_FILES = /design/flow/design.v
export SDC_FILE = /design/flow/constraint.sdc
export NUM_CORES = 4
export LEC_CHECK = 1
export CORE_AREA = 10 10 70 70
export DIE_AREA = 0 0 80 80
File: flow/constraint.sdc
current_design Debounce

set clk_period 1.1
set clk_io_pct 0.2

create_clock -name clk0 -period $clk_period [get_ports {clk}]

set non_clock_inputs [all_inputs -no_clocks]
set_input_delay [expr $clk_period * $clk_io_pct] -clock clk0 $non_clock_inputs
set_output_delay [expr $clk_period * $clk_io_pct] -clock clk0 [all_outputs]
File: flow/design.v
`timescale 1ns / 1ps
`default_nettype none
module Debounce(
    input wire btn, 
    input wire clk, 
    output reg led
    );
    reg [2:0] counter;  
    wire TC;  
    always @(posedge clk) begin
        if(~btn) begin
            counter <= 0;  
        end
        else begin
            counter <= counter + 1; 
        end
    end
    assign TC = (counter == 7);  
    always @(posedge clk) begin
        if(~btn) begin
            led <= 0;  
        end
        else if (TC) begin
            led <= 1;  
        end
        else
            led <= led;  
    end
endmodule
==> impl_metrics.csv <==
group,metric,value,unit
power_and_ir_drop,switchingPower,67.7,uW
timing,fin_crit_sh,0.930,
setup_path,path_max_fanout,2,
yosys,synth_area,134,um^2
clock_tree,clock_latency,0.23,ns
place,place_area,211,um^2
place,placed_cells,58,
detailed_routing,first_iter_violations,0,
detailed_routing,viasPerCell,1.38,
yosys,ys_types,5,
detailed_routing,drc_errors,0,
detailed_routing,num_vias,84,
clock_tree,path_clk_slew,0.04,ns
clock_tree,htree_levels,1,
global_routing,grt_max_degree,5,
power_and_ir_drop,intPower,288,uW
global_routing,grt.total_usage,0.00834,
global_routing,grt_pass1_wl,372,um
die,dieHeight,80,um
yosys,syn-instance-count,10,
global_routing,grt_pass1_vias,91,
setup_path,path_class,"reg2reg",
yosys,avgSynthCellArea,13.4,um^2
timing,maxSlewViolCount,0,
setup_path,worstPathArrival,1.15,ns
die,floorplanUtilization,0.0392,
detailed_routing,wl,244,um
yosys,ys_cells,10,
clock_tree,cts_tree,"yes",
detailed_routing,drt_first_pass_iters,1,
cells_and_area,syn_to_final_growth,73.8,%
die,core-area,0.00342,mm^2
timing,hold_slack,0.430,ns
die,dieArea,0.00640,mm^2
clock_tree,cts_buffer_depth,2,
detailed_routing,wire_per_inst,4.00,um
place,pre_cts_ws,0.0630,ns
clock_tree,cts_sinks,4,
power_and_ir_drop,p_clk_frac,0.504,
cells_and_area,drive_gt1_frac,0.267,
timing,grt_setup_unrepaired,"false",
cells_and_area,utilization,0.0681,
yosys,ys_area,134,um^2
outcome,run_status,"finished, final reports clean",
cells_and_area,fin_cells,61,
yosys,yosys_warnings,1,
power_and_ir_drop,power.share.sequential,0.447,
die,rows,21,
clock_tree,cts_hold_buf,0,
setup_path,start_kind,"flop",
power_and_ir_drop,p_per_area,1530,mW/mm^2
yosys,synth_seq_share,0.598,
global_routing,antenna_found_initial,0,
timing,tightest_slew,0.121,ns
place,gp_congestion,0.582,
timing,finalSetupViolCount,0,
setup_path,worstSetupEndpointType,"flop",
power_and_ir_drop,power,356,uW
hold_path,holdCritPathClass,"reg2reg",
power_and_ir_drop,switching_share,0.190,
timing,finalHoldViolCount,0,
power_and_ir_drop,p_comb_frac,0.049,
job,maxCapViolations,0,
power_and_ir_drop,max-vdd-ir-drop,0.659,mV
cells_and_area,fin_area,233,um^2
timing,skew,0.00374,ns
place,io_buffer_count,2,
detailed_routing,diodes,0,
yosys,ys.flops,4,
job,warnings,25,
global_routing,grt-ovfl-total,0,
timing,finalCriticalPeriod,1.02,ns
timing,max_freq,977,MHz
power_and_ir_drop,leakage,0.0906,nW
die,ioPinCount,3,
timing,slew_headroom,0.919,
die,die_w,80,um
timing,tns,0,ns
clock_tree,cts-root-buf,"clkbuf_4",
clock_tree,cts_buffers,3,
detailed_routing,postRouteAntennaNets,0,
timing,worst_slack,0.0767,ns
setup_path,required,1.23,ns
-- path summary, 6_finish.rpt --
path               from          to  slack (ns)  cells after the start
max reg2reg  counter[0]  counter[2]        0.08                      3
min reg2reg  counter[0]  counter[0]        0.43                      1
max          counter[0]  counter[2]        0.08                      3
min          counter[0]  counter[0]        0.43                      1
-- cells in the final DEF, fill, tap and decap left out --
| cell | n |
|---|---|
| dfxtp_1 | 4 |
| nor2b_2 | 1 |
| dlygate4sd2_1 | 1 |
| ha_1 | 2 |
| clkdlybuf4s50_1 | 1 |
| and2_1 | 2 |
| clkbuf_4 | 3 |
| o21a_1 | 1 |
-- kinds of logic after synthesis --
| family | share of synthesized area |
|---|---|
| AND-OR/OR-AND | 0.0561 |
| adder cells (fa/ha/maj) | 0.187 |
| flip-flops | 0.598 |
| AND/OR/NAND/NOR | 0.159 |
-- Yosys cell counts --
cell type / number / area, um^2
and2_1: 2 / 12.5
dfxtp_1: 4 / 80.1
ha_1: 2 / 25.0
nor2b_2: 1 / 8.76
o21a_1: 1 / 7.51
-- sequential cells by signal, indices dropped and copies added (netlist names) --
name     flops
led          1
counter      3
-- cell type report --
cell class | instances | area, um^2
tap | 46 | 57.6
clock buffer | 3 | 22.5
multi-input combinational | 6 | 53.8
sequential | 4 | 80.1
fill | 415 | 3180
timing repair buffer | 2 | 18.8
-- worst max-delay path, cell delays in order, from the launching register on --
cell and delay, ns:
dfxtp_1 0.31, ha_1 0.20, ha_1 0.26, and2_1 0.15
-- layer usage --
layer	GRT usage	part of all wire
met5	0	0
met4	0.00176	0
met3	0.0114	0.14
met2	0.00883	0.33
met1	0.00931	0.52
-- repair_timing --
action | 4_1_cts | 5_1_grt
resized | 1 | 0
buffers inserted | 0 | 0
setup endpoints to repair | 1 | 0
-- power by group through the flow --
| stage | clock network [mW] | registers (mW) | logic, mW |
|---|---|---|---|
| after CTS | 0.186 | 0.159 | 0.0185 |
| after global routing | 0.204 | 0.159 | 0.0216 |
| final | 0.179 | 0.159 | 0.0174 |
Power figures rest on the tool's default switching activity, not on a simulated workload.
